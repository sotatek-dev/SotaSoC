==> ./design.v <==
module spi_master #(
    parameter SPI_BASE_ADDR = 32'h40005000
) (
    input wire clk,
    input wire rst_n,
    input wire [31:0] mem_addr,
    input wire [31:0] mem_wdata,
    input wire mem_we,
    input wire mem_re,
    output wire [31:0] mem_rdata,
    output wire ena,
    output reg spi_sclk,       
    output reg spi_mosi,       
    input wire spi_miso        
);
    localparam [7:0] ADDR_ENABLE   = 8'h0;
    localparam [7:0] ADDR_CTRL     = 8'h4;
    localparam [7:0] ADDR_STATUS   = 8'h8;
    localparam [7:0] ADDR_TX_DATA  = 8'hC;
    localparam [7:0] ADDR_RX_DATA  = 8'h10;
    localparam [7:0] ADDR_CONFIG   = 8'h14;
    localparam ENABLE_BIT = 0;
    localparam CTRL_START   = 0;
    localparam CTRL_LEN_LO  = 1;    
    localparam CTRL_LEN_HI  = 2;
    localparam CONFIG_DIV_START = 0;
    localparam CONFIG_DIV_END = 7;
    localparam CONFIG_CPHA = 8;
    localparam CONFIG_CPOL = 9;
    localparam [1:0] STATE_IDLE = 2'b00;
    localparam [1:0] STATE_START = 2'b01;
    localparam [1:0] STATE_TRANSFER = 2'b10;
    localparam [1:0] STATE_DONE = 2'b11;
    reg [1:0] state;
    reg [1:0] next_state;
    reg [5:0] bit_counter;        
    reg [31:0] tx_shift_reg;      
    reg [31:0] rx_shift_reg;      
    reg ctrl_en;                  
    reg [7:0] clock_divider;      
    reg [7:0] clk_counter;        
    reg cpol;                     
    reg cpha;                     
    reg spi_clk_en;               
    reg busy;
    reg done;
    reg start_pending;
    reg [1:0] len_sel;            
    assign ena = ctrl_en;
    wire spi_request = mem_addr[31:8] == SPI_BASE_ADDR[31:8];
    wire [7:0] addr_offset = mem_addr[7:0];
    wire spi_clk_next = (spi_clk_en && (clk_counter == clock_divider)) ? ~spi_sclk : spi_sclk;
    wire [5:0] max_bit_counter = (len_sel == 2'b00) ? 6'd8 : (len_sel == 2'b01) ? 6'd16 : 6'd32;
    wire is_transaction_done = (bit_counter == max_bit_counter) && (clk_counter == clock_divider - 1);
    always @(posedge clk or negedge rst_n) begin
        if (!rst_n) begin
            spi_sclk <= 1'b0;
            clk_counter <= 8'b0;
        end else begin
            spi_sclk <= spi_clk_next;
            if (spi_clk_en) begin
                if (clk_counter == clock_divider) begin
                    clk_counter <= 8'b0;
                end else begin
                    clk_counter <= clk_counter + 1;
                end
            end else begin
                spi_sclk <= cpol;   
                clk_counter <= 8'b0;
            end
        end
    end
    wire spi_clk_rising = (spi_sclk == 1'b0) && (spi_clk_next == 1'b1);
    wire spi_clk_falling = (spi_sclk == 1'b1) && (spi_clk_next == 1'b0);
    wire spi_clk_first  = cpol ? spi_clk_falling : spi_clk_rising;
    wire spi_clk_second = cpol ? spi_clk_rising  : spi_clk_falling;
    wire sample_edge = cpha ? spi_clk_second : spi_clk_first;
    wire change_edge = cpha ? spi_clk_first  : spi_clk_second;
    always @(posedge clk or negedge rst_n) begin
        if (!rst_n) begin
            state <= STATE_IDLE;
        end else begin
            state <= next_state;
        end
    end
    always @(*) begin
        case (state)
            STATE_IDLE: begin
                if (start_pending) begin
                    next_state = STATE_START;
                end else begin
                    next_state = STATE_IDLE;
                end
            end
            STATE_START: begin
                next_state = STATE_TRANSFER;
            end
            STATE_TRANSFER: begin
                if (is_transaction_done) begin
                    next_state = STATE_DONE;
                end else begin
                    next_state = STATE_TRANSFER;
                end
            end
            STATE_DONE: begin
                next_state = STATE_IDLE;
            end
            default: next_state = STATE_IDLE;
        endcase
    end
    always @(posedge clk or negedge rst_n) begin
        if (!rst_n) begin
            spi_mosi <= 1'b0;
            bit_counter <= 6'b0;
            tx_shift_reg <= 32'b0;
            rx_shift_reg <= 32'b0;
            ctrl_en <= 1'b0;   
            clock_divider <= 8'd31;   
            cpol <= 1'b0;
            cpha <= 1'b0;
            spi_clk_en <= 1'b0;
            busy <= 1'b0;
            done <= 1'b0;
            start_pending <= 1'b0;
            len_sel <= 2'b0;
        end else begin
            start_pending <= 1'b0;
            if (spi_request && mem_we) begin
                case (addr_offset)
                    ADDR_ENABLE: begin
                        ctrl_en <= mem_wdata[ENABLE_BIT];
                    end
                    ADDR_CTRL: begin
                        if (mem_wdata[CTRL_START] && ctrl_en && !busy) begin
                            start_pending <= 1'b1;
                            len_sel <= mem_wdata[CTRL_LEN_HI:CTRL_LEN_LO];
                            done <= 1'b0;   
                        end
                    end
                    ADDR_TX_DATA: begin
                        if (!busy) begin
                            tx_shift_reg <= {mem_wdata[7:0], mem_wdata[15:8], mem_wdata[23:16], mem_wdata[31:24]};
                        end
                    end
                    ADDR_CONFIG: begin
                        clock_divider <= mem_wdata[CONFIG_DIV_END:CONFIG_DIV_START];
                        cpha <= mem_wdata[CONFIG_CPHA];
                        cpol <= mem_wdata[CONFIG_CPOL];
                    end
                    default: ;
                endcase
            end
            case (state)
                STATE_IDLE: begin
                    spi_clk_en <= 1'b0;
                    busy <= 1'b0;
                    bit_counter <= 6'b0;
                    spi_mosi <= 1'b0;
                end
                STATE_START: begin
                    busy <= 1'b1;
                    bit_counter <= 6'b0;
                    spi_clk_en <= 1'b1;
                    rx_shift_reg <= 32'b0;
                    spi_mosi <= cpha ? 1'b0 : tx_shift_reg[31];
                end
                STATE_TRANSFER: begin
                    busy <= 1'b1;
                    spi_clk_en <= 1'b1;
                    if (sample_edge) begin
                        rx_shift_reg <= {rx_shift_reg[30:0], spi_miso};
                        tx_shift_reg <= {tx_shift_reg[30:0], 1'b0};
                        bit_counter <= bit_counter + 1;
                    end
                    if (change_edge) begin
                        spi_mosi <= tx_shift_reg[31];
                    end
                    if (is_transaction_done) begin
                        spi_clk_en <= 1'b0;
                    end
                end
                STATE_DONE: begin
                    spi_clk_en <= 1'b0;
                    busy <= 1'b0;
                    done <= 1'b1;
                    bit_counter <= 6'b0;
                    spi_mosi <= 1'b0;
                end
                default: ;
            endcase
        end
    end
    wire [31:0] enable_reg = {31'b0, ctrl_en};
    wire [31:0] status_reg = {30'b0, done, busy};
    wire [31:0] rx_data_reg = (len_sel == 2'b00) ? {24'b0, rx_shift_reg[7:0]} :
                              (len_sel == 2'b01) ? {16'b0, rx_shift_reg[7:0], rx_shift_reg[15:8]} :
                              {rx_shift_reg[7:0], rx_shift_reg[15:8], rx_shift_reg[23:16], rx_shift_reg[31:24]};
    wire [31:0] config_reg = {22'b0, cpol, cpha, clock_divider};
    wire [31:0] spi_mem_rdata = (addr_offset == ADDR_ENABLE) ? enable_reg :
                      (addr_offset == ADDR_CTRL) ? 32'b0 :
                      (addr_offset == ADDR_STATUS) ? status_reg :
                      (addr_offset == ADDR_TX_DATA) ? 32'b0 :
                      (addr_offset == ADDR_RX_DATA) ? rx_data_reg :
                      (addr_offset == ADDR_CONFIG) ? config_reg :
                      32'h0;
    assign mem_rdata = (spi_request && mem_re) ? spi_mem_rdata : 32'h0;
endmodule
==> ./run.sh <==
#!/bin/bash
# OpenROAD 26Q1-2900-gdf79404cd8, Yosys 0.63+post, stock flow scripts
make -C /OpenROAD-flow-scripts/flow DESIGN_CONFIG=/design/flow/config.mk WORK_HOME=/design/flow/orfs finish
==> ./config.mk <==
export PLATFORM = sky130hd
export DESIGN_NAME = spi_master
export DESIGN_NICKNAME = spi_master
export VERILOG_FILES = /design/flow/design.v
export SDC_FILE = /design/flow/constraint.sdc
export NUM_CORES = 4
export LEC_CHECK = 1
export CORE_UTILIZATION = 50
==> ./constraint.sdc <==
current_design spi_master

set clk_period 18.8
set clk_io_pct 0.2

create_clock -name clk0 -period $clk_period [get_ports {clk}]

set non_clock_inputs [all_inputs -no_clocks]
set_input_delay [expr $clk_period * $clk_io_pct] -clock clk0 $non_clock_inputs
set_output_delay [expr $clk_period * $clk_io_pct] -clock clk0 [all_outputs]
==> reports/metrics.csv <==
metric;value;unit
path_buffers;2;
tns;0;ns
critPathArrivalTime;6.37;ns
cp_slowest_cell;or4_1;
globalplace.congestion;0.931;
cts.sinks;101;
setup_viol;0;
via_count;4434;
warning_count;28;
synthTopCellsByArea;dfrtp_1 45%, a22o_1 5.5%, a32oi_1 5.1%;
fin_cells;759;
routedWlPerCell;17.2;µm
synthXorXnorAreaFrac;2.98;%
cts_tree;done;
critical_path_class;in -> out;
grt_pass1_wl;21.2;mm
viasPerCell;5.84;
ys_sh_simple;18.0;%
p_sw_share;21.3;%
grt-ovfl-total;0;
diodes;0;
hold_path.startpoint;tx_shift_reg[11];
routed_wl;13.0;mm
rr_endpoint;rx_shift_reg[21];
rrSetupSlack;15.46;ns
synth_async_sr_flop_share;100;%
drt_iter0_drc;222;
start_kind;input pin;
cts-buffers-inserted;9;
ys_top_cells_by_count;95 x dfrtp_1, 60 x nand2_1, 34 x o21ai_1;
fp_util;51.5;%
postCtsSetupBuffers;0;
ys_cells;532;
synth_adder_area_share;1.42;%
cellLeakagePower;0.00295;µW
edf_count;0;
fmaxAchievable;0.0987;GHz
min_to;tx_shift_reg[12];
ctsResizeCount;0;
worst-path-max-fanout;16;
top_area_share;44.9;%
row_count;37;
synth-main-ff-cell;dfrtp_1;
coreArea;10300;µm²
fin_crit_sh;53.9;%
yosys_register_bits;101;
clk_pin_slew;0.09;ns
syn_area_per_cell;9.96;µm²
timing.rr.start;clock_divider[6];
port_buffers;103;
combinationalPowerShare;5.7;%
crit_chain;clkdlybuf4s50_1, nor4_4, nand3_1, or4_1, nor2_8, and2_1, clkdlybuf4s50_1;
p_per_area;58.2;nW/µm²
grt_usage;25.6;%
firstDrtPassIters;4;
dieArea;11000;µm²
drc;0;
critPathRequiredTime;15.04;ns
power_frac_seq;56.4;%
dp_cells;743;
switchingPower;82.1;µW
yosys.area.top_type;dfrtp_1;
top_logic_kind;AND-OR/OR-AND gates;
ys_chip_area;5300;µm²
die_y;105;µm
end_kind;primary output;
placed_area;6410;µm²
synth_area;5300;µm²
synth.distinct_cells;53;
antenna_found_initial;0;
cts_max_path_buffers;2;
clock_latency;0.38;ns
maxCapViolations;0;
clockRootBuffer;clkbuf_8;
crit_family;simple AND/OR/NAND/NOR gates;
postSynthSeqShare;47.9;%
grt_max_degree;65;
die_x;105;µm
most_common_cell;dfrtp_1;
syn_to_final_growth;25.0;%
rsz0062_at_grt;no;
ys_warn_count;1;
worstMarginPinSlew;0.705;ns
fin_crit;10.13;ns
hold_path.class;reg -> reg;
synthAoiAreaFrac;21.0;%
ir_drop;0.0000596;V
skew;0.0131;ns
drv_slew;0;
htree_levels;3;
num_io_pins;104;
drive_gt1_share;6.58;%
postSynthCellCount;532;
finalHoldViolCount;0;
hold_depth;2;
rr_worst_depth;11;
status;completed;
final_area;6620;µm²
intPower;303;µW
crit_top_cell;clkdlybuf4s50_1;
grt_pass1_vias;4130;
cpPeakStageDelay;0.62;ns
dp_hpwl;9.18;mm
slew_headroom;53.0;%
ctsHoldBuffers;0;
fill_cells;848;
ant_nets;0;
synthMuxAreaShare;4.68;%
pwr-share-clk;37.9;%
## cell usage in the layout (no fill, tap or decap), drive strengths merged, types with 14 or more instances in the layout
cell / synthesis / layout
o21ai: 49 / 49
nand2: 60 / 60
clkdlybuf4s50: 0 / 102
and2: 21 / 21
dfrtp: 95 / 95
a21oi: 17 / 17
a22o: 33 / 33
nor2: 28 / 28
nand3: 14 / 14
and3: 17 / 17
mux2: 14 / 14
a32oi: 31 / 31
## worst register-to-register path: cells and delay by family, from the launching register on
family | cells | cell delay [ns]
compound gates | 3 | 0.68
fa+ha+maj | 1 | 0.19
buf+inv | 2 | 0.81
flops | 1 | 0.47
mux | 1 | 0.22
simple gates | 4 | 0.87
## final cells by class
class | count | area, µm² | share of cell area [%]
clock buffer | 13 | 169 | 2.55
tap | 136 | 170 | 2.57
multi-input combinational | 382 | 2560 | 38.7
clock inverter | 3 | 43.8 | 0.662
inverter | 13 | 48.8 | 0.737
timing repair buffer | 111 | 1090 | 16.4
sequential | 101 | 2530 | 38.3
## per-layer routing
layer | vias to the layer above | track usage, % | share of wire (%)
li1 | 2133 | - | -
met1 | 2131 | 42.9 | 47
met4 | 0 | 4.43 | 1.9
met5 | - | 0 | 0
met3 | 14 | 5.91 | 6.9
met2 | 156 | 36.3 | 44
## power groups by stage
stage	Sequential, µW	Combinational [µW]	Clock [µW]
4_1_cts	217	22.4	151
5_1_grt	217	23.9	160
6_report	217	21.9	146
## worst max path at each step
stage           startpoint       endpoint  slack [ns]  cells after the start
finish         mem_addr[2]  mem_rdata[21]        8.67                      7
global route   mem_addr[2]  mem_rdata[21]        8.46                      7
CTS           mem_addr[20]  mem_rdata[21]        8.65                      7
## cell families (layout without fill, tap and decap cells)
kind of cell             after synthesis  after routing
adder cells (fa/ha/maj)                6              6
AND/OR/NAND/NOR                      179            179
multiplexers                          23             23
flip-flops                           101            101
XOR/XNOR                              18             18
AND-OR/OR-AND                        156            156
buffers and inverters                 49            140
## metrics by stage
step	hold WS (ns)	util (%)	power (µW)	setup slack [ns]
6_report	0.499	64.4	385	8.67
5_1_grt	0.523	64.4	401	8.46
4_1_cts	0.498	64.4	390	8.65
3_5_place_dp	0.473	62.3	244	8.66
3_3_place_gp	0.467	62.3	243	8.74
2_1_floorplan	0.458	-	223	9.85
Power is estimated from default activity; no workload was simulated.
