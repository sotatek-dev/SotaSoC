File: design.v
module pwm #(
    parameter PWM_BASE_ADDR = 32'h40003000,
    parameter PWM_NUM = 2,
    parameter COUNTER_WIDTH = 16
) (
    input wire clk,
    input wire rst_n,
    input wire [31:0] mem_addr,
    input wire [31:0] mem_wdata,
    input wire mem_we,
    input wire mem_re,
    output wire [31:0] mem_rdata,
    output wire [PWM_NUM-1:0] ena,
    output wire [PWM_NUM-1:0] pwm_out
);
    localparam [3:0] ADDR_CTRL     = 4'h0;   
    localparam [3:0] ADDR_PERIOD   = 4'h4;   
    localparam [3:0] ADDR_DUTY     = 4'h8;   
    localparam [3:0] ADDR_COUNTER  = 4'hC;   
    wire [15:0] _unused_mem_wdata = mem_wdata[31:16];
    wire pwm_request = (mem_addr[31:8] == PWM_BASE_ADDR[31:8]);
    localparam CHANNEL_IDX_BITS = (PWM_NUM > 1) ? $clog2(PWM_NUM) : 1;
    wire [7:0] addr_offset = mem_addr[7:0];
    wire [3:0] channel_sel = addr_offset[7:4];   
    wire [CHANNEL_IDX_BITS-1:0] channel_idx = channel_sel[CHANNEL_IDX_BITS-1:0];
    wire [3:0] reg_offset = addr_offset[3:0];    
    wire channel_valid = (channel_sel < PWM_NUM);
    reg [PWM_NUM-1:0] channel_enable;               
    reg [COUNTER_WIDTH-1:0] channel_period [PWM_NUM-1:0];   
    reg [COUNTER_WIDTH-1:0] channel_duty [PWM_NUM-1:0];     
    reg [COUNTER_WIDTH-1:0] channel_counter [PWM_NUM-1:0];  
    wire period_write = pwm_request && mem_we && channel_valid && (reg_offset == ADDR_PERIOD);
    wire [PWM_NUM-1:0] period_write_channel;
    genvar k;
    generate
        for (k = 0; k < PWM_NUM; k = k + 1) begin : period_write_detect
            assign period_write_channel[k] = period_write && (channel_sel == k);
        end
    endgenerate
    genvar i;
    generate
        for (i = 0; i < PWM_NUM; i = i + 1) begin : pwm_channels
            always @(posedge clk or negedge rst_n) begin
                if (!rst_n) begin
                    channel_counter[i] <= {COUNTER_WIDTH{1'b0}};
                end else begin
                    if (period_write_channel[i]) begin
                        channel_counter[i] <= {COUNTER_WIDTH{1'b0}};
                    end else if (channel_enable[i]) begin
                        if (channel_counter[i] >= channel_period[i]) begin
                            channel_counter[i] <= {COUNTER_WIDTH{1'b0}};
                        end else begin
                            channel_counter[i] <= channel_counter[i] + 1'b1;
                        end
                    end else begin
                        channel_counter[i] <= {COUNTER_WIDTH{1'b0}};
                    end
                end
            end
            assign pwm_out[i] = channel_enable[i] && (channel_counter[i] < channel_duty[i]);
        end
    endgenerate
    assign ena[PWM_NUM-1:0] = channel_enable[PWM_NUM-1:0];
    wire [31:0] pwm_mem_rdata = (reg_offset == ADDR_CTRL) ? {{31'b0}, channel_enable[channel_idx]} :
                                (reg_offset == ADDR_PERIOD) ? {{(32-COUNTER_WIDTH){1'b0}}, channel_period[channel_idx]} :
                                (reg_offset == ADDR_DUTY) ? {{(32-COUNTER_WIDTH){1'b0}}, channel_duty[channel_idx]} :
                                (reg_offset == ADDR_COUNTER) ? {{(32-COUNTER_WIDTH){1'b0}}, channel_counter[channel_idx]} :
                                32'h0;
    assign mem_rdata = (pwm_request && mem_re && channel_valid) ? pwm_mem_rdata : 32'h0;
    integer j;
    always @(posedge clk or negedge rst_n) begin
        if (!rst_n) begin
            for (j = 0; j < PWM_NUM; j = j + 1) begin
                channel_enable[j] <= 1'b0;
                channel_period[j] <= {COUNTER_WIDTH{1'b1}};   
                channel_duty[j] <= {COUNTER_WIDTH{1'b0}};     
            end
        end else begin
            if (pwm_request && mem_we && channel_valid) begin
                case (reg_offset)
                    ADDR_CTRL: begin
                        channel_enable[channel_idx] <= mem_wdata[0];
                    end
                    ADDR_PERIOD: begin
                        channel_period[channel_idx] <= mem_wdata[COUNTER_WIDTH-1:0];
                    end
                    ADDR_DUTY: begin
                        channel_duty[channel_idx] <= mem_wdata[COUNTER_WIDTH-1:0];
                    end
                    default: begin
                    end
                endcase
            end
        end
    end
endmodule
File: run.sh
#!/bin/bash
# OpenROAD 26Q1-2900-gdf79404cd8, Yosys 0.63+post, stock flow scripts
make -C /OpenROAD-flow-scripts/flow DESIGN_CONFIG=/design/flow/config.mk WORK_HOME=/design/flow/orfs finish
File: config.mk
export PLATFORM = sky130hd
export DESIGN_NAME = pwm
export DESIGN_NICKNAME = pwm
export VERILOG_FILES = /design/flow/design.v
export SDC_FILE = /design/flow/constraint.sdc
export NUM_CORES = 4
export LEC_CHECK = 1
export CORE_UTILIZATION = 30
File: constraint.sdc
current_design pwm

set clk_period 7.1
set clk_io_pct 0.2

create_clock -name clk0 -period $clk_period [get_ports {clk}]

set non_clock_inputs [all_inputs -no_clocks]
set_input_delay [expr $clk_period * $clk_io_pct] -clock clk0 $non_clock_inputs
set_output_delay [expr $clk_period * $clk_io_pct] -clock clk0 [all_outputs]
==> metrics.csv <==
stage,metric,value,unit
sta,grt_setup_unrepaired,no,
setup_path,endpoint_kind,output port,
sta,clock.fmax,194,MHz
sta,fin_crit_sh,72.6,%
synthesis,synthCells,636,
die,die_h,151,µm
synthesis,synth_area_per_cell,10.5,µm²
clock_network,cts.clk_slew.worst_paths,70,ps
layout,drive_above_1_share,21.2,%
global_routing,gr-total-overflow,0,
routing,wl_per_cell,16.8,µm
layout,syn2layout_area_growth,18.8,%
synthesis,top_area_share,24.6,%
setup_path,cp.arrival,3730,ps
clock_network,cts.sinks,98,
synthesis,yosys_warnings,4,
die,fp.coreArea,21900,µm²
global_routing,grt_max_degree,51,
setup_path,path_delay_family,buffers and inverters,
power_and_ir_drop,p_comb_share,5.9,%
power_and_ir_drop,p_per_area,142,nW/µm²
setup_path,cp-start-kind,input port,
routing,num_vias,4831,
power_and_ir_drop,power.share.switching,21.8,%
power_and_ir_drop,leakage,3.34,nW
setup_path,critPathMaxFanout,21,
die,rows,54,
flow_run,warnings,41,
synthesis,synth_flops,98,
clock_network,h-tree-depth,3,
routing,drt-vias-per-instance,4.87,
synthesis,topCellsByArea,"dfrtp_1 (25%), dfstp_2 (13%), ha_1 (12%)",
setup_path,cp_cell_sequence,"clkdlybuf4s50_1, buf_4, nor4b_2, a22o_1, nand2_1, a31oi_1, clkdlybuf4s50_1",
routing,initialDrtViolationCount,164,
routing,wl,16700,µm
placed_design,post-dp-hpwl,12100,µm
layout,layout_top_cell,clkdlybuf4s50_1,
synthesis,edf_count,0,
sta,slew_viol_final,0,
sta,finalHoldViolations,0,
power_and_ir_drop,power_frac_seq,49.3,%
sta,period_needed,5150,ps
flow_run,cap_viol_max_count,0,
status,status,"complete, no violations",
placed_design,port_buffers,71,
worst_hold_path,hp-class,reg -> reg,
setup_path,critPathBufInv,3,
clock_network,clock_path_buffers,2,
sta,setup_viol,0,
power_and_ir_drop,switchingPower,0.000247,W
synthesis,yosys_cells,636,
routing,antenna_cells,0,
synthesis,synthArstFlopShare,100,%
clock_network,hold_buffers,0,
setup_path,crit_top_cell,clkdlybuf4s50_1,
power_and_ir_drop,pwr-share-clk,44.7,%
layout,lay_top_cells,"clkdlybuf4s50_1 (69), inv_1 (67), dfrtp_1 (66)",
sta,tightest_slew,811,ps
sta,clock_skew,7.11,ps
clock_network,cts_tree,done,
sta,finalSetupTns,0,ps
power_and_ir_drop,p_int,0.000886,W
clock_network,clk_latency,350,ps
synthesis,synth_cell_type_count,51,
clock_network,cts_resized,0,
setup_path,crit_required,5680,ps
synthesis,yosys.area.top_type,dfrtp_1,
global_routing,grt_pass1_vias,4907,
sta,relSlewSlack,44.5,%
die,die-area,22900,µm²
placed_design,place_ws,1900,ps
routing,firstDrtPassIters,4,
sta,final.setup.worst_slack,1950,ps
sta,holdWs,508,ps
setup_path,slowest_stage,nor4b_2,
clock_network,postCtsSetupBuffers,0,
placed_design,gp_congestion,0.846,
die,die_w,151,µm
synthesis,ff_type,dfrtp_1,
routing,ant_nets,0,
global_routing,antenna_found_initial,0,
synthesis,yosys_area,6700,µm²
synthesis,yosysSeqAreaShare,37.2,%
global_routing,groute.usage.overall,16.0,%
routing,drcViolationCount,0,
die,pin_count,104,
setup_path,cp_slowest_stage_delay,520,ps
die,initCoreUtil,30.6,%
clock_network,numCtsBuffers,9,
setup_path,path_class,in -> out,
global_routing,grt_pass1_wl,27100,µm
power_and_ir_drop,vdd_drop_max,0.0000984,V
clock_network,clockRootBuffer,clkbuf_16,
synthesis,syn_area,6700,µm²
[layer usage]
layer / GRT usage (%) / part of all wire (%) / up-vias
met5: 0 / 0 / -
met1: 24.9 / 50 / 2319
met4: 1.40 / 0.96 / 0
met3: 3.88 / 5.3 / 9
li1: - / - / 2383
met2: 23.9 / 44 / 120
[sequential cells by signal (all words and copies together) (netlist names), named ones only]
| signal | flops |
|---|---|
| channel_duty | 32 |
| channel_counter | 32 |
| channel_period | 32 |
[metrics by stage]
step	total power [W]	std cells	instance area [µm²]	util, %
2_1_floorplan	0.000592	651	6760	-
3_3_place_gp	0.000637	975	7650	35.0
3_5_place_dp	0.000637	975	7650	35.0
4_1_cts	0.00115	991	7960	36.4
5_1_grt	0.00118	991	7960	36.4
6_report	0.00113	991	7960	36.4
[final timing paths]
path,from,to,slack [ps],cells after the start
max in group asynchronous,rst_n,channel_counter[0][6],4910,2
worst max-delay path,mem_addr[2],mem_rdata[14],1950,7
worst max register to register,channel_counter[0][0],channel_counter[0][1],4420,8
worst min-delay path,channel_duty[0][14],channel_duty[0][14],510,1
worst min register to register,channel_duty[0][14],channel_duty[0][14],510,1
min in group asynchronous,rst_n,channel_duty[0][11],1100,1
[cells by family after synthesis]
kind of cell,Yosys count,share of synthesized area [%]
and+or+nand+nor,175,14.3
buffers and inverters,104,7.33
DFF,98,37.2
muxes,97,19.1
AOI/OAI and AO/OA,69,6.48
adders and majority gates,64,11.9
xor gates and xnor gates,28,3.66
other,1,0.0559
[worst register-to-register path: cells and delay by family (launching register included)]
kind	cells	cell delay, ps
AOI/OAI and AO/OA	2	970
buffers and inverters	2	340
adders and majority gates	1	270
and+or+nand+nor	3	540
DFF	1	490
[final cells by class]
cell class	instances	area, µm²
Clock buffer	13	260
Fill cell	2164	13900
Multi-Input combinational cell	449	3780
Inverter	67	251
Clock inverter	3	46.3
Timing Repair Buffer	81	778
Sequential cell	98	2490
Tap cell	280	350
[synthesized netlist by cell type, types with 18 or more instances]
cell and count:
dfstp_2 32, xor2_1 21, a21oi_1 33, mux2_2 57, nor3_1 37, inv_1 67, dfrtp_1 66, nand2_1 22
nand4_1 19, buf_4 18, ha_1 64, nor2_1 38
[power by group through the flow]
| stage | Sequential (W) | Clock, W | Combinational (W) |
|---|---|---|---|
| after CTS | 0.000559 | 0.000526 | 0.0000685 |
| after global routing | 0.000559 | 0.000543 | 0.0000739 |
| final | 0.000559 | 0.000507 | 0.0000671 |
No activity file was given, so power comes from the tool's default toggle rates.
